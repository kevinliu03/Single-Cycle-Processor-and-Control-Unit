==> design/flow/design.v <==
module RegisterFile(BusA, BusB, BusW, RA, RB, RW, RegWr, Clk);
    output [63:0] BusA;
    output [63:0] BusB;
    input [63:0] BusW;
    input RegWr;
    input Clk;
    input [4:0] RA, RB, RW;
    reg [63:0] registers [31:0];
    initial registers[31] = 0;
    assign BusA = registers[RA];
    assign BusB = registers[RB];
    always @ (negedge Clk) begin
        if(RegWr && RW != 31)
            registers[RW] <= BusW;
    end
endmodule
==> design/flow/run.sh <==
#!/bin/bash
# OpenROAD 26Q1-2900-gdf79404cd8, Yosys 0.63+post, stock flow scripts
make -C /OpenROAD-flow-scripts/flow DESIGN_CONFIG=/design/flow/config.mk WORK_HOME=/design/flow/orfs finish
==> design/flow/config.mk <==
export PLATFORM = sky130hd
export DESIGN_NAME = RegisterFile
export DESIGN_NICKNAME = RegisterFile
export VERILOG_FILES = /design/flow/design.v
export SDC_FILE = /design/flow/constraint.sdc
export NUM_CORES = 4
export LEC_CHECK = 1
export CORE_UTILIZATION = 40
==> design/flow/constraint.sdc <==
current_design RegisterFile

set clk_period 12.5
set clk_io_pct 0.2

create_clock -name clk0 -period $clk_period [get_ports {Clk}]

set non_clock_inputs [all_inputs -no_clocks]
set_input_delay [expr $clk_period * $clk_io_pct] -clock clk0 $non_clock_inputs
set_output_delay [expr $clk_period * $clk_io_pct] -clock clk0 [all_outputs]
==> ci_impl_report.md <==
## Implementation flow summary

| Metric | Value |
|---|---|
| DP HPWL | `171.5 mm` |
| Slew at the pin closest to its max-slew limit | `1.070 ns` |
| Design area | `114,500 um2` |
| Crit path capture type | `output pin` |
| Worst path bufs/invs | `1` |
| Worst Path Arrival | `9.42 ns` |
| Max clock buf depth | `3` |
| Total clock sinks | `2,048` |
| Width of the die | `483.5 um` |
| Setup_tns | `0 ns` |
| Total chip power | `18.11 mW` |
| Synthesis area per yosys | `92,720 um2` |
| Post-synth regs | `2,048` |
| IO Count | `209` |
| Pwr Density | `158.1 nW/um2` |
| Vias in the first global route | `68,378` |
| GRT overflow | `0` |
| Hold_ws | `6.231 ns` |
| Vias per std cell | `5.753` |
| Post-synth EDFFs | `2,048` |
| Worst hold-check path type | `primary input to output pin` |
| Post-DP Area | `99,590 um2` |
| Synthesized area per cell | `20.29 um2` |
| First-pass GRT wire length | `429.5 mm` |
| Routability congestion estimate | `0.8925` |
| Fin. Hold Viols | `0` |
| Dpl ws | `1.190 ns` |
| Synth Warn # | `1` |
| Yosys stat cell total | `4,570` |
| Biggest regs | `registers (2048)` |
| Lkg Pwr | `44.50 nW` |
| Register area share after synthesis | `0.6633` |
| Dpl cells | `7,786` |
| Number of H-tree levels | `4` |
| Hold EP | `BusA[59]` |
| Num rows | `176` |
| Final WL | `299.2 mm` |
| Max Cap Violations | `0` |
| Initial drt markers | `3,644` |
| Mapped Cells | `4,570` |
| Cell variety after synth | `44` |
| Slowest stage delay, CP | `0.69 ns` |
| Ys async rst share | `0` |
| Most flops, register | `registers` |
| Initial antenna violation count | `11` |
| CTS resizes | `0` |
| Max-slew headroom | `0.2862` |
| Fraction of layout cells with a size suffix above 1 | `0.2230` |
| Vias | `58,847` |
| Fp util | `0.4029` |
| Remaining DRCs | `0` |
| Chip Area | `233,700 um2` |
| Max FO, Critical Path | `2` |
| Worst Path Class, Setup | `flop to output pin` |
| Count of non-filler cells in the finished layout | `10,229` |
| Root buffer cell | `clkbuf_16` |
| CTS tree | `done` |
| Routed wire length per instance | `29.25 um` |
| Critical Path RT | `10.00 ns` |
| Hold Crit Start | `RA[1]` |
| Slowest CP cell | `a211oi_1` |
| Die Y | `483.5 um` |
| Worst vdd ir | `0.1537 mV` |
| Largest net degree at the start of global routing | `86` |
| RSZ-0062 raised after global routing | `no` |
| Crit start category | `flop` |
| Setup Viol. Count Final | `0` |
| Antenna Nets Post-Route | `0` |
| Final core occ | `0.4977` |
| Core area | `230,100 um2` |
| Post-CTS Setup Inserts | `0` |
| TritonCTS buffer count | `222` |
| Hold Crit Depth | `5` |
| CP Cell Sequence | `mux4_2 -> nor2b_1 -> a211oi_1 -> nor4_1 -> clkdlybuf4s50_1` |
| Ys flop type | `edfxtp_1` |
| Final Worst Setup Slack | `0.5828 ns` |
| Max-slew violations | `0` |
| Top Family by Delay on Critical Path | `AND-OR/OR-AND gates` |
| Clock transition at path regs | `0.03 ns` |
| OpenROAD warning count | `1,028` |
| Post-CTS Hold Buffers | `0` |
| Post-Syn Area | `92,720 um2` |
| IO Port Bufs | `208` |
| Drt first pass iters | `6` |
| Status | `completed` |
| All-Layer GR Usage | `0.2841` |
| Max FFs per register | `2,048` |
| Layout area overhead | `23.52%` |
## worst min-delay path: cells and delay by family
| family | cells | cell delay, ns |
|---|---|---|
| buf+inv | 2 | 0.63 |
| mux | 1 | 0.33 |
| compound gates | 1 | 0.13 |
| simple gates | 1 | 0.11 |
## cell usage after synthesis (all sizes together) (21+ instances only)
cell type | count | area, um2
clkbuf | 87 | 340.3
a22oi | 196 | 1471
nor2b | 47 | 294.0
mux2i | 286 | 2863
nand3 | 48 | 240.2
a21oi | 41 | 205.2
edfxtp | 2048 | 61500
mux2 | 32 | 360.4
nor2 | 66 | 250.2
buf | 271 | 1896
nor4 | 95 | 656.9
a211oi | 37 | 277.8
mux4 | 869 | 19570
o22ai | 325 | 2033
nand2 | 21 | 83.83
nand4 | 26 | 162.7
## cell type report
type                            instances  area [um2]
Multi-Input combinational cell       2225       29600
Fill cell                           18189      115600
Clock inverter                       2215        9346
Sequential cell                      2048       61500
Antenna cell                            6       15.01
Clock buffer                          223        5580
Tap cell                             3026        3786
Timing Repair Buffer                  485        4697
Inverter                                1       3.754
## worst max-delay path by stage
stage	startpoint	slack, ns	to	cells after the start
5_1_grt	registers[22][1]	0.45	BusB[1]	5
4_1_cts	registers[22][1]	0.48	BusB[1]	5
6_report	registers[22][1]	0.58	BusB[1]	5
## cells by family (layout without fill, tap and decap cells)
| logic type | Yosys count | count (layout) | share of synthesized area |
|---|---|---|---|
| AND-OR/OR-AND | 627 | 627 | 0.04538 |
| buffers and inverters | 360 | 2924 | 0.02420 |
| flip-flops | 2048 | 2048 | 0.6633 |
| multiplexers | 1187 | 1187 | 0.2458 |
| other | 1 | 70 | 0.00004044 |
| AND/OR/NAND/NOR | 347 | 347 | 0.02127 |
## report_power, final
group | internal [mW] | switching [mW] | total (mW)
sequential | 7.72 | 0.0409 | 7.76
clock | 4.66 | 4.36 | 9.02
combinational | 0.570 | 0.749 | 1.32
total | 13.0 | 5.15 | 18.1
## placed cells by master (no fill, tap or decap), types with 40 or more instances in the layout
| master | netlist | routed |
|---|---|---|
| nand3_1 | 48 | 45 |
| o22ai_1 | 325 | 325 |
| nor4_1 | 85 | 81 |
| buf_12 | 1 | 42 |
| a21oi_1 | 41 | 41 |
| inv_1 | 1 | 2103 |
| mux4_2 | 869 | 869 |
| mux2i_1 | 286 | 286 |
| clkinvlp_2 | 0 | 52 |
| clkbuf_16 | 0 | 223 |
| buf_4 | 47 | 235 |
| clkdlybuf4s50_1 | 0 | 200 |
| nor2b_1 | 47 | 40 |
| conb_1 | 1 | 64 |
| edfxtp_1 | 2048 | 2048 |
| a22oi_1 | 196 | 196 |
## per-layer routing
layer,GRT usage,vias to the layer above,share of wire
li1,-,25054,-
met1,0.2966,28625,0.31
met3,0.2614,645,0.19
met5,0.02307,-,0.0024
met2,0.3866,4495,0.46
met4,0.1307,28,0.041
Power figures rest on the tool's default switching activity, not on a simulated workload.
