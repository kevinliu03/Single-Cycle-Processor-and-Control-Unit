$ cat flow/run.sh
#!/bin/bash
# OpenROAD 26Q1-2900-gdf79404cd8, Yosys 0.63+post, stock flow scripts
make -C /OpenROAD-flow-scripts/flow DESIGN_CONFIG=/design/flow/config.mk WORK_HOME=/design/flow/orfs finish
$ cat flow/config.mk
export PLATFORM = sky130hd
export DESIGN_NAME = NextPClogic
export DESIGN_NICKNAME = NextPClogic
export VERILOG_FILES = /design/flow/design.v
export SDC_FILE = /design/flow/constraint.sdc
export NUM_CORES = 4
export LEC_CHECK = 1
export CORE_UTILIZATION = 30
$ cat flow/constraint.sdc
current_design NextPClogic

set clk_period 31.6
set clk_io_pct 0.2

create_clock -name clk0 -period $clk_period

set non_clock_inputs [all_inputs -no_clocks]
set_input_delay [expr $clk_period * $clk_io_pct] -clock clk0 $non_clock_inputs
set_output_delay [expr $clk_period * $clk_io_pct] -clock clk0 [all_outputs]
$ cat flow/design.v
module NextPClogic(NextPC, CurrentPC, SignExtImm64, Branch, ALUZero, Uncondbranch); 
    input [63:0] CurrentPC, SignExtImm64; 
    input Branch, ALUZero, Uncondbranch; 
    output reg [63:0] NextPC; 
    always @(*) begin
         NextPC = CurrentPC + 4;  
         if (Uncondbranch) begin
            NextPC = CurrentPC + SignExtImm64*4;  
         end
         else if (Branch && ALUZero) begin
            NextPC = CurrentPC + SignExtImm64*4;  
         end
    end
endmodule
==> impl_metrics.py <==
# Metrics from the implementation run
metrics = {
    "floorplan": {
        "fp_util_pct": 30.6,
        "fp.dieH_um": 137,
        "design.core.area_um2": 17900,
        "chip_area_um2": 18800,
        "pin_count": 195,
        "die.size.x_um": 137,
        "core.rowCount": 49,
    },
    "global_route": {
        "grt_pass1_vias": 6034,
        "grt_pass1_wl_um": 30600,
        "antenna_found_initial": 0,
        "use_met2_pct": 32.5,
        "grt_busiest_layer": "met2",
        "track_usage_pct": 20.4,
        "met3_usage_pct": 1.21,
        "grt_max_degree": 74,
        "grt_overflow": 0,
        "met1_usage_pct": 31.0,
    },
    "final_timing": {
        "timing.fmax_mhz": 58.2,
        "tightest_slew_ns": 0.750,
        "final_max_slew_viol_count": 0,
        "fin_hold_ws_ns": 12.64,
        "worst_slack_ns": 14.40,
        "timing.final.crit_share_pct": 54.4,
        "finalSetupViolCount": 0,
        "min_period_ns": 17.20,
        "relSlewSlack_pct": 49.6,
        "final_hold_viol_count": 0,
        "totalNegativeSetupSlack_ns": 0,
        "rsz0062_at_grt": "no",
    },
    "finish": {
        "area_delta_synth_final_pct": 37.0,
        "drive_above_1_share_pct": 2.09,
        "most-common-layout-cells": "clkdlybuf4s50_1, nand2_1, a21oi_1, o21ai_0, nor2_1",
        "layout.area.seq_um2": 0,
        "lay_top_count": "clkdlybuf4s50_1",
        "fill_cells": 1875,
        "clkbuf_count": 0,
        "final_util_pct": 41.9,
        "flops": 0,
        "logic_area_um2": 5250,
    },
    "pwr": {
        "p_sw_share_pct": 47.6,
        "seqPwrFrac_pct": 0,
        "power_frac_comb_pct": 100.0,
        "power_uw": 145,
        "clkPwrFrac_pct": 0,
        "power.switching_uw": 69.0,
        "ir_worst_vdd_uv": 9.92,
        "p_leak_nw": 2.96,
        "power_density_nw_per_um2": 19.3,
        "power.internal_uw": 76.1,
    },
    "drt": {
        "viasPerCell": 5.40,
        "finalWirelength_um": 19400,
        "drt_iter0_drc": 409,
        "drc": 0,
        "firstDrtPassIters": 5,
        "ant_nets": 0,
        "routedWlPerCell_um": 15.7,
        "via_count": 6675,
        "antenna_cells": 0,
    },
    "synth": {
        "syn_area_um2": 5480,
        "synth_cell_type_count": 66,
        "yosys_warnings": 1,
        "ys_seq_share_pct": 0,
        "avgSynthCellArea_um2": 6.39,
        "ys_area_um2": 5480,
        "netlist_instances": 857,
        "ys_cells": 857,
    },
    "clock_network": {
        "cts-resized-gates": 0,
        "ctsHoldBuffers": 0,
        "post_cts_buffers": 0,
    },
    "hold_path": {
        "min-delay-start": "CurrentPC[0]",
        "hold_depth": 0,
        "hp-class": "input port to primary output",
        "hold_path_end": "NextPC[0]",
    },
    "critical_path": {
        "critPathCaptureType": "primary output",
        "worstPathRequired_ns": 25.28,
        "cp-start-kind": "input port",
        "critPathArrivalTime_ns": 10.88,
        "timing_worst_setup_path_type": "input port to primary output",
        "cp_max_fo": 4,
    },
    "place": {
        "gp_congestion": 0.937,
        "numPortBuffers": 189,
        "pre_cts_slack_ns": 14.51,
        "dpl.hpwl_um": 16100,
    },
    "job": {
        "cap_viol_max_count": 0,
        "warnings": 34,
    },
    "run_status": {
        "status": "complete, no violations",
    },
}
-- worst max-delay path: stages --
cell and delay [ns]:
clkdlybuf4s50_1 0.46, ha_1 0.26, fa_1 0.43, a211oi_1 0.31
nor2_1 0.10, o31ai_1 0.46, o21ai_0 0.32, a31o_2 0.31
a211o_1 0.32, a31oi_1 0.46, o21ai_0 0.20, xnor2_1 0.15
a21oi_1 0.25, clkdlybuf4s50_1 0.51
-- metrics by stage --
step | std cells | instance area (µm²)
CTS | 1235 | 7510
global route | 1235 | 7510
detailed placement | 1235 | 7510
floorplan | 857 | 5480
finish | 1235 | 7510
global placement | 1235 | 7510
-- cell type report --
cell class	instances	area share, %
multi-input combinational	798	69.9
timing repair buffer	191	25.4
inverter	17	0.850
tap	229	3.82
-- cell usage after synthesis, types with 3 or more instances --
| master | count | area share [%] |
|---|---|---|
| a211o_1 | 6 | 0.96 |
| a211oi_1 | 5 | 0.69 |
| a21boi_0 | 5 | 0.69 |
| a21o_1 | 33 | 4.5 |
| a21oi_1 | 102 | 9.3 |
| a31o_2 | 4 | 0.64 |
| a31oi_1 | 7 | 0.80 |
| a41oi_1 | 3 | 0.48 |
| and2_1 | 10 | 1.1 |
| and3_1 | 25 | 2.9 |
| and4_1 | 3 | 0.48 |
| clkbuf_1 | 34 | 2.3 |
| ha_1 | 62 | 14 |
| inv_1 | 17 | 1.2 |
| mux2i_1 | 6 | 1.1 |
| nand2_1 | 104 | 7.1 |
| nand2b_1 | 7 | 0.80 |
| nand3_1 | 32 | 2.9 |
| nand4_1 | 29 | 3.3 |
| nor2_1 | 70 | 4.8 |
| nor2b_1 | 7 | 0.80 |
| nor3_1 | 16 | 1.5 |
| nor4_1 | 5 | 0.57 |
| o2111ai_1 | 3 | 0.48 |
| o211ai_1 | 4 | 0.55 |
| o21a_1 | 10 | 1.4 |
| o21ai_0 | 72 | 6.6 |
| o21bai_1 | 10 | 1.4 |
| o22ai_1 | 3 | 0.34 |
| o31ai_1 | 7 | 0.96 |
| or3_1 | 8 | 0.91 |
| xnor2_1 | 65 | 10 |
| xor2_1 | 42 | 6.7 |
-- logic make-up (layout without fill, tap and decap cells) --
logic type,count (synthesis),after routing,share of synthesized area [%]
AOI/OAI and AO/OA,291,291,32.9
buffers and inverters,59,208,4.38
adders and majority gates,63,63,14.5
xor gates and xnor gates,107,107,17.1
and+or+nand+nor,331,331,30.0
muxes,6,6,1.10
-- layer usage --
| metal | share of wire [%] | routed length, µm |
|---|---|---|
| met5 | 0 | 0 |
| met4 | 0.99 | 193 |
| met3 | 6.8 | 1320 |
| met2 | 43 | 8290 |
| met1 | 49 | 9610 |
-- power groups by stage --
stage	Combinational, mW	Sequential (mW)	Clock, mW
finish	0.145	0	0
global route	0.161	0	0
CTS	0.145	0	0
-- how the worst max path moves through the flow --
stage     slack, ns  cells after the start    endpoint         start
4_1_cts       14.46                     14  NextPC[52]  CurrentPC[2]
5_1_grt       14.16                     14  NextPC[42]  CurrentPC[2]
6_report      14.40                     14  NextPC[52]  CurrentPC[2]
Power figures rest on the tool's default switching activity, not on a simulated workload.
